[/design/flow/design.v]
module tap (
	tck, 	 
	tms, 	 
	reset, 	 
	select,  
	enable,  
	clock_ir, 	 
	capture_ir,  
	shift_ir, 	 
	update_ir, 	 
	clock_dr, 	 
	capture_dr,  
	shift_dr,    
	update_dr    
);
	input tck, tms;
	output reset, select, enable, clock_ir, capture_ir, shift_ir, update_ir, clock_dr, capture_dr, shift_dr, update_dr;
	reg [3:0]y;
	parameter  
		Run_Test_Idle 	= 4'b0000,
		Select_Dr 		= 4'b0001,
		Capture_Dr 		= 4'b0010,
		Shift_Dr 		= 4'b0011,
		Exit1_Dr 		= 4'b0100,
		Pause_Dr 		= 4'b0101,
		Exit2_Dr 		= 4'b0110,
		Update_Dr 		= 4'b0111,
		Reset 			= 4'b1000,
		Select_Ir 		= 4'b1001,
		Capture_Ir 		= 4'b1010,
		Shift_Ir 		= 4'b1011,
		Exit1_Ir 		= 4'b1100,
		Pause_Ir 		= 4'b1101,
		Exit2_Ir 		= 4'b1110,
		Update_Ir 		= 4'b1111;
	always @(posedge tck)
	begin
		case(y)
			Run_Test_Idle:	if(tms == 0)	y = Run_Test_Idle;
				else						y = Select_Dr;
			Select_Dr:	if(tms == 0)		y = Capture_Dr;
				else						y = Select_Ir;
			Capture_Dr:	if(tms == 0)		y = Shift_Dr;
				else						y = Exit1_Dr;
			Shift_Dr:	if(tms == 0)		y = Shift_Dr;
				else						y = Exit1_Dr;
			Exit1_Dr:	if(tms == 0)		y = Pause_Dr;
				else						y = Update_Dr;
			Pause_Dr:	if(tms == 0)		y = Pause_Dr;
				else						y = Exit2_Dr;
			Exit2_Dr:	if(tms == 0)		y = Shift_Dr;
				else						y = Update_Dr;
			Update_Dr:	if(tms == 0)		y = Run_Test_Idle;
				else						y = Select_Dr;
			Select_Ir:	if(tms == 0)		y = Capture_Ir;
				else						y = Reset;
			Capture_Ir:	if(tms == 0)		y = Shift_Ir;
				else						y = Exit1_Ir;
			Shift_Ir:	if(tms == 0)		y = Shift_Ir;
				else						y = Exit1_Ir;
			Exit1_Ir:	if(tms == 0)		y = Pause_Ir;
				else						y = Update_Ir;
			Pause_Ir:	if(tms == 0)		y = Pause_Ir;
				else						y = Exit2_Ir;
			Exit2_Ir:	if(tms == 0)		y = Shift_Ir;
				else						y = Update_Ir;
			Update_Ir:	if(tms == 0)		y = Run_Test_Idle;
				else						y = Select_Dr;
			Reset:	if(tms == 0)			y = Run_Test_Idle;
				else						y = Reset;
			default: 						y = Reset; 
		endcase
	end
	assign reset = (y == 4'b1000);
	assign select = y[3];  
	assign capture_ir = (y == Capture_Ir);
	assign shift_ir = (y == Shift_Ir); 
	assign update_ir = (y == Update_Ir);
	assign clock_ir = ((capture_ir || shift_ir || update_ir) && ~tck);
	assign capture_dr = (y == Capture_Dr);
	assign shift_dr = (y == Shift_Dr); 
	assign update_dr = (y == Update_Dr);
	assign clock_dr = ((capture_dr || shift_dr || update_dr) && ~tck);
	assign enable = shift_ir || shift_dr;
endmodule
[/design/flow/run.sh]
#!/bin/bash
# OpenROAD 26Q1-2900-gdf79404cd8, Yosys 0.63+post, stock flow scripts
make -C /OpenROAD-flow-scripts/flow DESIGN_CONFIG=/design/flow/config.mk WORK_HOME=/design/flow/orfs finish
[/design/flow/config.mk]
export PLATFORM = sky130hd
export DESIGN_NAME = tap
export DESIGN_NICKNAME = tap
export VERILOG_FILES = /design/flow/design.v
export SDC_FILE = /design/flow/constraint.sdc
export NUM_CORES = 4
export LEC_CHECK = 1
export CORE_AREA = 10 10 70 70
export DIE_AREA = 0 0 80 80
[/design/flow/constraint.sdc]
current_design tap

set clk_period 1.5
set clk_io_pct 0.2

create_clock -name clk0 -period $clk_period [get_ports {tck}]

set non_clock_inputs [all_inputs -no_clocks]
set_input_delay [expr $clk_period * $clk_io_pct] -clock clk0 $non_clock_inputs
set_output_delay [expr $clk_period * $clk_io_pct] -clock clk0 [all_outputs]
==> flow_metrics.tcl <==
# place-and-route summary
set metrics [dict create \
    tightest_slew_ps 171 \
    grt_pass1_wl_um 2210 \
    power.density_nw_per_um2 2490 \
    warnings 31 \
    clock_power_share_pct 24.4 \
    post-route-util_pct 25.1 \
    fill_cells 353 \
    yosys_warnings 1 \
    grt_max_degree 7 \
    cts_tree "yes" \
    pwr-share-seq_pct 14.2 \
    fp_util_pct 8.79 \
    synth_flops 4 \
    syn_area_sq_um 300 \
    portBuffers 12 \
    hp-class "reg -> reg" \
    dp_cells 109 \
    cp-end-kind "primary output" \
    required_ps 1200 \
    core_area_sq_um 3420 \
    dr_total_vias 491 \
    routed_via_density 3.72 \
    largest_reg_flops 4 \
    cap_violations 0 \
    clk_pin_slew_ps 40 \
    chipHeight_um 80 \
    setup_violations 3 \
    critPathLaunchType "clock port" \
    synth_cell_type_count 22 \
    drc 0 \
    antenna_found_initial 0 \
    rows 21 \
    slew_headroom_pct 88.5 \
    grt_use_total_pct 4.23 \
    synth_cells 42 \
    drtAntennaViolNets 0 \
    worstPathMaxFanout 2 \
    diodes 0 \
    worst_clock_skew_ps 3.66 \
    p_int_mw 1.38 \
    final_area_sq_um 858 \
    grt_busiest_layer "met2" \
    ys_area_sq_um 300 \
    slew_viol_final 0 \
    p_leak_nw 0.389 \
    rsz0062_at_grt "yes" \
    hpwl_um 769 \
    path_class "clk -> out" \
    drtIter0Drc 12 \
    area_growth_pct 186 \
    violations "negative setup slack" \
    grt_pass1_vias 502 \
    io_pins 13 \
    clk_latency_ps 350 \
    grt_overflow 0 \
    swShare_pct 35.7 \
    grt_util_met3_pct 3.41 \
    syn_avg_cell_area_sq_um 7.15 \
    final_layout_size_suffix_gt1_share_pct 69.8 \
    vdd_drop_max_v 0.000618 \
    worst_slack_ps -138 \
    placed_area_sq_um 544 \
    chipArea_sq_um 6400 \
    firstDrtPassIters 4 \
    die_w_um 80 \
    hold_viol 0 \
    switching_power_uw 764 \
    p_comb_share_pct 61.4 \
    ctsHoldBuffers 0 \
    layoutNonFillerInstCount 132 \
    use_met2_pct 5.30 \
    arrival_ps 1340 \
    status "complete, but fails checks" \
    gr-usage-met1_pct 5.04 \
    post_drt_wl_per_cell_um 11.0 \
    ys_seq_share_pct 26.7 \
    wl_um 1450 \
    ys_cells 42 \
    p_total_mw 2.14 \
    routabilityCongestion 0.847 \
]
## per-stage QoR
stage	setup WS [ps]	hold slack, ps	setup TNS (ps)
final	-138	553	-267
after global routing	-217	584	-522
after detailed placement	-287	573	-543
after CTS	-191	551	-381
after global placement	-287	563	-519
after floorplan	276	316	0
## layout by cell type (no fill, tap or decap), types with 2 or more instances in the layout
cell	instances
buf_4	16
buf_6	12
nor2_1	5
buf_2	5
clkbuf_4	4
clkdlybuf4s15_1	4
dfxtp_4	4
nor3_2	3
nand2_4	2
nor2_2	2
nand2_1	2
o21ai_0	2
mux2i_1	2
a21oi_1	2
## cells by family after synthesis
kind of cell	share of synthesized area [%]
and+or+nand+nor	35.8
AOI/OAI and AO/OA	16.3
buffers and inverters	11.7
DFF	26.7
muxes	6.67
xor gates and xnor gates	2.92
## cell usage after synthesis, drive strengths merged
| master | instances | area (sq um) |
|---|---|---|
| mux2i | 2 | 20.0 |
| and2b | 1 | 7.51 |
| nor4 | 1 | 6.26 |
| or3 | 1 | 6.26 |
| nor4b | 1 | 8.76 |
| inv | 3 | 11.3 |
| nor2b | 1 | 6.26 |
| o21ai | 2 | 10.0 |
| a21oi | 3 | 18.8 |
| nand2b | 1 | 6.26 |
| a211oi | 1 | 12.5 |
| nor2 | 7 | 26.3 |
| xnor2 | 1 | 8.76 |
| o21bai | 1 | 7.51 |
| nor3 | 3 | 15.0 |
| nand2 | 4 | 15.0 |
| buf | 3 | 23.8 |
| dfxtp | 4 | 80.1 |
| nand3 | 2 | 10.0 |
## repair_timing
| item | CTS | global route |
|---|---|---|
| hold endpoints to repair | 0 | 0 |
| resized | 55 | 16 |
| pin swaps | 3 | 4 |
| buffers inserted | 10 | 5 |
| endpoints found under the setup margin | 17 | 14 |
## critical path, cell delays in order
cell,delay [ps]
buf_8,100
clkbuf_8,130
nor4b_4,230
buf_2,130
## power by group through the flow
| stage | logic [mW] | clock network (mW) | registers (mW) |
|---|---|---|---|
| final | 1.31 | 0.521 | 0.304 |
| after CTS | 1.06 | 0.461 | 0.302 |
| after global routing | 1.41 | 0.570 | 0.310 |
## layout make-up
cell class | count | area, sq um | area share [%]
Sequential cell | 4 | 95.1 | 11.1
Tap cell | 46 | 57.6 | 6.71
Inverter | 3 | 13.8 | 1.60
Timing Repair Buffer | 37 | 338 | 39.4
Clock buffer | 10 | 83.8 | 9.77
Multi-Input combinational cell | 32 | 270 | 31.5
## metal layers
layer	up-vias	part of all wire [%]	wire length [um]
met5	-	0	0
met4	0	2.5	36
met3	3	13	183
met2	27	41	598
met1	230	44	634
li1	231	-	-
## path summary, 6_finish.rpt
path,startpoint,endpoint,slack [ps],depth (start not counted)
min,y[2]$_DFF_P_,y[2]$_DFF_P_,550,2
max reg2reg,y[1]$_DFF_P_,y[3]$_DFF_P_,70,6
max,tck,clock_dr,-140,4
min reg2reg,y[2]$_DFF_P_,y[2]$_DFF_P_,550,2
No activity file was given, so power comes from the tool's default toggle rates.
